==> flow/design.v <==
module Tic_Tac_Toe(clock, reset, play, comp, computer, player, pos1, pos2, pos3, pos4, pos5, pos6, pos7, pos8, pos9, winner);
     input clock, reset, play, comp;
     input [3:0] computer , player;
     output wire [1:0] pos1,pos2,pos3,pos4,pos5,pos6,pos7,pos8,pos9;
     output wire[1:0] winner;
  wire [15:0] c_enable,p_enable; 
 wire wrong_move;  
 wire cp;  
 wire pp;  
 wire filled; 
 wire win;  
position p_reg(clock, reset, wrong_move, c_enable, p_enable, pos1, pos2, pos3, pos4, pos5, pos6, pos7, pos8, pos9);   
  who_wins who_pc(pos1,pos2,pos3,pos4,pos5,pos6,pos7,pos8,pos9,win,winner);    
  pos_decode c_dec(computer,cp,c_enable);  
  pos_decode p_dec(player,pp,p_enable);  
  re_block error_pc( pos1,pos2,pos3,pos4,pos5,pos6,pos7,pos8,pos9,c_enable[8:0], p_enable[8:0],wrong_move);   
 finish f_no_space(pos1,pos2,pos3,pos4,pos5,pos6,pos7,pos8,pos9,filled);   
 FSM control(clock,reset,play,comp,wrong_move,filled,win,cp,pp);  
endmodule 
module finish(pos1, pos2, pos3, pos4, pos5, pos6, pos7, pos8, pos9, filled);     
   input [1:0] pos1, pos2, pos3, pos4, pos5, pos6, pos7, pos8, pos9;
   output wire filled;                                                         
wire f1,f2,f3,f4,f5,f6,f7,f8,f9;
assign f1 = (pos1[0] | pos1[1]);        
assign f2 = (pos2[0] | pos2[1]);
assign f3 = (pos3[0] | pos3[1]);
assign f4 = (pos4[0] | pos4[1]);
assign f5 = (pos5[0] | pos5[1]);
assign f6 = (pos6[0] | pos6[1]);
assign f7 = (pos7[0] | pos7[1]);
assign f8 = (pos8[0] | pos8[1]);
assign f9 = (pos9[0] | pos9[1]);
assign filled =((((((((f1 & f2) & f3) & f4) & f5) & f6) & f7) & f8) & f9);
endmodule 
module FSM(clock,reset,play,comp,wrong_move,filled,win,cp,pp);     
     input clock,reset,play,comp,wrong_move,filled,win;
     output reg cp,pp;
parameter REST=2'b00;        
parameter COMPUTER=2'b10;    
parameter PLAYER=2'b01;      
parameter OVER=2'b11;        
reg[1:0] old,new;            
always @(posedge clock or posedge reset) 
begin 
 if(reset)
  old<=REST;
 else 
  old<=new;
end 
always @(*)
 begin
 case(old)
 REST: 
 begin 
  if(reset==1'b0 && play == 1'b1)
   new<= PLAYER;  
  else 
   new<= REST;
  pp <= 1'b0;
  cp <= 1'b0;
 end 
 COMPUTER:
 begin 
  pp<= 1'b0;
  if(comp==1'b0) begin 
   new <= COMPUTER;
   cp<= 1'b0;
  end
  else if(filled == 1 || win ==1'b1)
  begin 
   new<=OVER;      
   cp<= 1'b1;    
  end 
  else if(win==1'b0 && filled== 1'b0)
  begin 
   new <= REST;
   cp <= 1'b1;      
  end 
 end 
PLAYER:
begin 
  pp <= 1'b1;
  cp <= 1'b0;
  if(wrong_move==1'b0)
   new <= COMPUTER;  
  else 
   new <= REST;
 end 
 OVER:
 begin       
  pp <= 1'b0;
  cp <= 1'b0; 
  if(reset==1'b1) 
   new <= REST;   
  else 
   new <=OVER;  
 end 
 default:new <=REST; 
 endcase
 end
endmodule 
module pos_decode(in,en,out_enable);    
      input[3:0] in ;
      input en;
      output wire [15:0] out_enable;
      reg[15:0] pd;            
 assign out_enable=(en==1'b1)?pd:16'd0;   
 always @(*)
 begin
 case(in)                             
 4'd0: pd <= 16'b0000000000000001;     
 4'd1: pd <= 16'b0000000000000010; 
 4'd2: pd <= 16'b0000000000000100;
 4'd3: pd <= 16'b0000000000001000;
 4'd4: pd <= 16'b0000000000010000;
 4'd5: pd <= 16'b0000000000100000;
 4'd6: pd <= 16'b0000000001000000;
 4'd7: pd <= 16'b0000000010000000;
 4'd8: pd <= 16'b0000000100000000;
 4'd9: pd <= 16'b0000001000000000;
 4'd10: pd <= 16'b0000010000000000;
 4'd11: pd <= 16'b0000100000000000;
 4'd12: pd <= 16'b0001000000000000;
 4'd13: pd <= 16'b0010000000000000;
 4'd14: pd <= 16'b0100000000000000;
 4'd15: pd <= 16'b1000000000000000;
 default: pd<=16'b0000000000000001; 
 endcase 
end 
endmodule
module position(clock, reset, wrong_move, c_enable, p_enable, pos1, pos2, pos3, pos4, pos5, pos6, pos7, pos8, pos9);   
    input [15:0] c_enable,p_enable; 
    input clock, reset, wrong_move;
      output reg[1:0] pos1, pos2, pos3, pos4, pos5, pos6, pos7, pos8, pos9;
 always @(posedge clock or posedge reset)    
 begin
  if(reset) 
   pos1 <= 2'b00;
  else begin
   if(wrong_move==1'b1)
    pos1<=pos1;                     
   else if(c_enable[0]==1'b1)
    pos1<= 2'b10;                    
   else if(p_enable[0]==1'b1)
    pos1<= 2'b01;                      
   else 
    pos1 <= pos1;                      
  end 
 end 
 always @(posedge clock or posedge reset)   
 begin
  if(reset) 
   pos2 <= 2'b00;
  else begin
   if(wrong_move==1'b1)
    pos2 <= pos2;
   else if(c_enable[1]==1'b1)
    pos2 <= 2'b10; 
   else if(p_enable[1]==1'b1)
    pos2 <= 2'b01;
   else 
    pos2 <= pos2;
  end 
 end 
 always @(posedge clock or posedge reset)   
 begin
  if(reset) 
   pos3 <= 2'b00;
  else begin
   if(wrong_move==1'b1)
    pos3 <= pos3;
   else if(c_enable[2]==1'b1)
    pos3 <= 2'b10; 
   else if(p_enable[2]==1'b1)
    pos3 <= 2'b01; 
   else 
    pos3 <= pos3;
  end 
 end  
 always @(posedge clock or posedge reset)   
 begin
  if(reset) 
   pos4 <= 2'b00;
  else begin
   if(wrong_move==1'b1)
    pos4 <= pos4;
   else if(c_enable[3]==1'b1)
    pos4 <= 2'b10; 
   else if(p_enable[3]==1'b1)
    pos4 <= 2'b01; 
   else 
    pos4 <= pos4;
  end 
 end 
 always @(posedge clock or posedge reset)   
 begin
  if(reset) 
   pos5 <= 2'b00;
  else begin
   if(wrong_move==1'b1)
    pos5 <= pos5;
   else if(c_enable[4]==1'b1)
    pos5 <= 2'b10;
   else if(p_enable[4]==1'b1)
    pos5 <= 2'b01;
   else 
    pos5 <= pos5;
  end 
 end 
 always @(posedge clock or posedge reset)        
 begin
  if(reset) 
   pos6 <= 2'b00;
  else begin
   if(wrong_move==1'b1)
    pos6 <= pos6;
   else if(c_enable[5]==1'b1)
    pos6 <= 2'b10;  
   else if(p_enable[5]==1'b1)
    pos6 <= 2'b01; 
   else 
    pos6 <= pos6;
  end 
 end 
 always @(posedge clock or posedge reset)        
 begin
  if(reset) 
   pos7 <= 2'b00;
  else begin
   if(wrong_move==1'b1)
    pos7 <= pos7;
   else if(c_enable[6]==1'b1)
    pos7 <= 2'b10;  
   else if(p_enable[6]==1'b1)
    pos7 <= 2'b01;
   else 
    pos7 <= pos7;
  end 
 end 
 always @(posedge clock or posedge reset)        
 begin
  if(reset) 
   pos8 <= 2'b00;
  else begin
   if(wrong_move==1'b1)
    pos8 <= pos8;
   else if(c_enable[7]==1'b1)
    pos8 <= 2'b10; 
   else if(p_enable[7]==1'b1)
    pos8 <= 2'b01;
   else 
    pos8 <= pos8;
  end 
 end 
 always @(posedge clock or posedge reset)     
 begin
  if(reset) 
   pos9 <= 2'b00;
  else begin
   if(wrong_move==1'b1)
    pos9 <= pos9;
   else if (p_enable[8]==1'b1)
    pos9 <= 2'b01;
   else if(c_enable[8]==1'b1)
    pos9 <= 2'b10; 
   else 
    pos9 <= pos9;
  end 
 end  
endmodule 
module re_block (pos1, pos2, pos3, pos4, pos5, pos6, pos7, pos8, pos9, c_enable, p_enable, wrong_move);  
    input [1:0] pos1, pos2, pos3, pos4, pos5, pos6, pos7, pos8, pos9;
   input [8:0] c_enable, p_enable;
   output wire wrong_move;
wire rb1,rb2,rb3,rb4,rb5,rb6,rb7,rb8,rb9,rb11,rb12,rb13,rb14,rb15,rb16,rb17,rb18,rb19,rb21,rb22;
assign rb1 = (pos1[0] | pos1[1]) & p_enable[0];   
assign rb2 = (pos2[0] | pos2[1]) & p_enable[1];
assign rb3 = (pos3[0] | pos3[1]) & p_enable[2];
assign rb4 = (pos4[0] | pos4[1]) & p_enable[3];
assign rb5 = (pos5[0] | pos5[1]) & p_enable[4];
assign rb6 = (pos6[0] | pos6[1]) & p_enable[5];
assign rb7 = (pos7[0] | pos7[1]) & p_enable[6];
assign rb8 = (pos8[0] | pos8[1]) & p_enable[7];
assign rb9 = (pos9[0] | pos9[1]) & p_enable[8];
assign rb11 = (pos1[0] | pos1[1]) & c_enable[0];     
assign rb11 = (pos1[0] | pos1[1]) & c_enable[0];    
assign rb12 = (pos2[0] | pos2[1]) & c_enable[1];
assign rb13 = (pos3[0] | pos3[1]) & c_enable[2];
assign rb14 = (pos4[0] | pos4[1]) & c_enable[3];
assign rb15 = (pos5[0] | pos5[1]) & c_enable[4];
assign rb16 = (pos6[0] | pos6[1]) & c_enable[5];
assign rb17 = (pos7[0] | pos7[1]) & c_enable[6];
assign rb18 = (pos8[0] | pos8[1]) & c_enable[7];
assign rb19 = (pos9[0] | pos9[1]) & c_enable[8];
assign rb21 =((((((((rb11|rb12)|rb13)|rb14)|rb15)|rb16)|rb17)|rb18)|rb19);    
assign rb22 =((((((((rb1|rb2)|rb3)|rb4)|rb5)|rb6)|rb7)|rb8)|rb9);    
assign wrong_move = rb21|rb22 ;   
endmodule 
module who_wins(input[1:0] pos1,pos2,pos3,pos4,pos5,pos6,pos7,pos8,pos9,output wire won,output wire[1:0]winner);  
wire [1:0] winner1,winner2,winner3,winner4,winner5,winner6,winner7,winner8;
wire win_1,win_2,win_3,win_4,win_5,win_6,win_7,win_8;
who_wins3 a1(pos1,pos2,pos3,win_1,winner1);
who_wins3 a2(pos4,pos5,pos6,win_2,winner2);
who_wins3 a3(pos7,pos8,pos9,win_3,winner3);
who_wins3 a4(pos1,pos4,pos7,win_4,winner4);
who_wins3 a5(pos2,pos5,pos8,win_5,winner5);
who_wins3 a6(pos3,pos6,pos9,win_6,winner6);
who_wins3 a7(pos1,pos5,pos9,win_7,winner7);
who_wins3 a8(pos3,pos5,pos6,win_8,winner8);
assign won = (((((((win_1|win_2) | win_3) | win_4) | win_5) | win_6) | win_7) | win_8);
assign winner = (((((((winner1 | winner2) | winner3) | winner4) | winner5) | winner6) | winner7) | winner8);
endmodule 
module who_wins3(input [1:0] pos0,pos1,pos2, output wire won, output wire [1:0]winner);   
wire [1:0] wd0,wd1,wd2;
wire wd3;
assign wd0[0] = !(pos0[0]^pos1[0]);
assign wd0[1] = !(pos0[1]^pos1[1]);
assign wd1[0] = !(pos1[0]^pos2[0]);
assign wd1[1] = !(pos1[1]^pos2[1]);
assign wd2[1] = wd0[1] & wd1[1];
assign wd2[0] = wd0[0] & wd1[0];
assign wd3 = pos0[1] | pos0[0];
assign won = wd2[0]&wd2[1]&wd3 ;   
assign winner[0] = pos0[0]&won;
assign winner[1] = pos0[1]&won;
endmodule
==> flow/run.sh <==
#!/bin/bash
# OpenROAD 26Q1-2900-gdf79404cd8, Yosys 0.63+post, stock flow scripts
make -C /OpenROAD-flow-scripts/flow DESIGN_CONFIG=/design/flow/config.mk WORK_HOME=/design/flow/orfs finish
==> flow/config.mk <==
export PLATFORM = sky130hd
export DESIGN_NAME = Tic_Tac_Toe
export DESIGN_NICKNAME = Tic_Tac_Toe
export VERILOG_FILES = /design/flow/design.v
export SDC_FILE = /design/flow/constraint.sdc
export NUM_CORES = 4
export LEC_CHECK = 1
export CORE_UTILIZATION = 40
==> flow/constraint.sdc <==
current_design Tic_Tac_Toe

set clk_period 7.3
set clk_io_pct 0.2

create_clock -name clk0 -period $clk_period [get_ports {clock}]

set non_clock_inputs [all_inputs -no_clocks]
set_input_delay [expr $clk_period * $clk_io_pct] -clock clk0 $non_clock_inputs
set_output_delay [expr $clk_period * $clk_io_pct] -clock clk0 [all_outputs]
==> flow_metrics.py <==
# Metrics from the implementation run
metrics = {
    "worst_hold_path": {
        "min-delay-start": "p_reg.pos7[1]$_DFFE_PP0P_",
        "timing.hold.worst.class": "register to register",
    },
    "detailed_routing": {
        "detail_route.vias_per_cell": 6.04,
        "drt-total-wl_um": 4750,
        "top_layer_used": "met4",
        "antenna_violating_nets_remaining": 0,
        "antenna_cells_inserted": 0,
        "detail_route.first_pass.iterations": 4,
        "dr_total_vias": 1691,
        "drc": 0,
        "met2_length_um": 2170,
        "post_drt_wl_per_cell_um": 17.0,
        "detailed_routing_wirelength_on_met1_um": 2120,
        "drt_first_iter_violations": 189,
        "met3_length_um": 392,
    },
    "setup_path": {
        "setup.reg_to_reg.worst_slack_ns": 4.30,
        "cp_top_family": "simple AND/OR/NAND/NOR gates",
        "r2r-start": "control.old[1]$_DFF_PP0_",
        "setup.worst_path.start": "comp",
        "worst_path_cell_trace": "clkdlybuf4s50_1 > inv_1 > nor3_1 > dlxtn_1 > or3b_2 > nor3_1 > or3_4 > nor4_4 > a31oi_1 > o21ai_1 > dlxtn_1",
        "critical_path.reg2reg.endpoint": "control.old[1]$_DFF_PP0_",
        "path_buffers": 2,
        "crit_path_top_delay_cell": "sky130_fd_sc_hd__nor4_4",
        "cp.required_ns": 7.50,
        "crit_cells": 11,
        "endpoint": "control.old[1]$_DFF_PP0_",
        "critical_path.max_fanout": 13,
        "cp_peak_stage_delay_ns": 0.74,
        "cp-end-kind": "register",
        "timing.reg2reg.worst_path_depth": 10,
        "critPathKind": "input pin to register",
        "critPathLaunchType": "input pin",
        "critPathArrivalTime_ns": 4.34,
    },
    "placed_design": {
        "total_of_buffers_placed_on_input_and_output_ports": 31,
        "gpl_wtd_cong": 0.997,
        "pre_cts_ws_ns": 2.91,
        "place.detailed.hpwl_um": 3520,
    },
    "power": {
        "cellPowerDensity_mw_per_mm2": 156,
        "p_sw_share_pct": 33.5,
        "p_int_mw": 0.214,
        "p_leak_nw": 0.885,
        "power.share.sequential_pct": 50.4,
        "combinationalPowerShare_pct": 27.8,
        "ir_worst_vdd_mv": 0.101,
        "power.share.clock_pct": 21.8,
        "power.net_switching_mw": 0.108,
    },
    "sta": {
        "final_period_minus_worst_setup_slack_ns": 4.14,
        "slew-limit-headroom_pct": 46.9,
        "unclocked_regs": 3,
        "skew_ns": 0.00634,
        "timing_hold_violations_final": 0,
        "max_clock_freq_ghz": 0.242,
        "timing.final.setup_violations": 0,
        "fin_crit_sh_pct": 56.7,
        "final.setup.worst_slack_ns": 3.16,
        "timing_max_transition_violations_final": 0,
        "final.setup.tns_ns": 0,
        "rsz_0062_raised_after_global_routing": "false",
        "untimed_endpoints": 3,
        "tightest_slew_ns": 0.791,
    },
    "yosys": {
        "yosys_register_bits": 23,
        "syn-instance-count": 210,
        "yosysCellCount": 210,
        "syn_area_per_cell_um2": 8.19,
        "netlist_cell_types": 60,
        "number_of_warnings_reported_in_the_yosys_synthesis_log": 4,
        "synth_async_sr_flop_share_pct": 87.0,
        "flip_flops_with_a_built_in_enable": 0,
        "synth_chip_area_mm2": 0.00172,
        "synth_top_flop_cell": "sky130_fd_sc_hd__dfrtp_1",
        "netlist_area_mm2": 0.00172,
    },
    "final_layout": {
        "lay_top_cells": "31 x sky130_fd_sc_hd__clkdlybuf4s50_1, 24 x sky130_fd_sc_hd__nor2_1, 20 x sky130_fd_sc_hd__dfrtp_1",
        "area_growth_syn_to_layout_pct": 19.6,
        "most_instantiated_logic_cell_after_routing": "sky130_fd_sc_hd__clkdlybuf4s50_1",
        "fill_cells": 352,
        "fraction_of_final_layout_cells_with_drive_strength_greater_than_1_pct": 10.0,
    },
    "global_route": {
        "grt_start_max_net_pins": 21,
        "grt_pass1_vias": 1584,
        "grt_pass1_wl_um": 8140,
        "grt_remaining_overflow": 0,
        "grt_usage_pct": 24.4,
        "grt_antenna_before_repair": 0,
    },
    "clock_network": {
        "cts-root-buf": "sky130_fd_sc_hd__clkbuf_8",
        "cts-hold-fix-buffers": 0,
        "post-cts-setup-buffer-count": 0,
        "clk_latency_ns": 0.26,
        "quantity_of_gates_resized_following_cts": 0,
        "tritoncts_clock_tree": "yes",
        "cts_max_path_buffers": 2,
        "tritoncts.num_buffers": 3,
        "cts.clk_slew.worst_paths_ns": 0.07,
        "htreeDepth": 1,
    },
    "floorplan": {
        "core_density_at_floorplan_pct": 42.4,
        "placementRows": 23,
        "chip_area_mm2": 0.00457,
        "dieWidth_um": 67.6,
        "die.size.y_um": 67.6,
        "count_of_boundary_i_o_pins": 32,
        "core_area_mm2": 0.00406,
    },
    "flow_run": {
        "cap_viol_max_count": 0,
        "stage_log_warning_count": 25,
    },
    "status": {
        "status": "completed",
    },
}
## routing by layer
metal	vias up	GRT usage (%)
li1	814	-
met3	6	2.74
met1	787	39.4
met4	0	5.85
met5	-	0
met2	84	35.4
## sequential cells by signal, indices dropped and copies added (netlist names)
register / count
control.new: 2
control.cp: 1
p_reg.pos8: 2
p_reg.pos3: 2
p_reg.pos6: 2
p_reg.pos1: 2
p_reg.pos7: 2
p_reg.pos5: 2
p_reg.pos9: 2
control.old: 2
p_reg.pos2: 2
p_reg.pos4: 2
## cell type report
cell class	count	area [µm²]	share of cell area, %
well taps	50	62.6	3.04
flip-flops and latches	23	546	26.5
clock buffers	3	41.3	2.01
multi-input cells	162	1060	51.3
inverters	11	41.3	2.01
repair buffers	31	310	15.1
## through the flow
step	power (mW)	hold slack [ns]	area [µm²]	utilization, %	instances
finish	0.322	0.651	2060	50.7	280
global route	0.344	0.682	2060	50.7	280
CTS	0.325	0.650	2060	50.7	280
detailed placement	0.252	0.636	2020	49.7	277
global placement	0.252	0.637	2020	49.7	277
floorplan	0.207	0.534	1730	-	212
## worst min-delay path by stage
stage,endpoint,cells past startpoint
after CTS,p_reg.pos7[1]$_DFFE_PP0P_,1
after global routing,p_reg.pos7[1]$_DFFE_PP0P_,1
final,p_reg.pos7[1]$_DFFE_PP0P_,1
## power by group through the flow
stage | Sequential, mW | Combinational [mW] | Clock, mW
after CTS | 0.161 | 0.0897 | 0.0747
after global routing | 0.165 | 0.101 | 0.0780
final | 0.162 | 0.0894 | 0.0703
## synthesized netlist by cell type (3+ instances only)
master / instances / area (µm²)
sky130_fd_sc_hd__a21o_1: 6 / 45.0
sky130_fd_sc_hd__a21oi_1: 5 / 25.0
sky130_fd_sc_hd__a31o_2: 3 / 26.3
sky130_fd_sc_hd__and3_1: 10 / 62.6
sky130_fd_sc_hd__buf_2: 3 / 15.0
sky130_fd_sc_hd__clkbuf_1: 8 / 30.0
sky130_fd_sc_hd__dfrtp_1: 20 / 500
sky130_fd_sc_hd__dlxtn_1: 3 / 45.0
sky130_fd_sc_hd__inv_1: 11 / 41.3
sky130_fd_sc_hd__nand2_1: 11 / 41.3
sky130_fd_sc_hd__nand2b_1: 3 / 18.8
sky130_fd_sc_hd__nand3_1: 12 / 60.1
sky130_fd_sc_hd__nor2_1: 24 / 90.1
sky130_fd_sc_hd__nor2b_1: 4 / 25.0
sky130_fd_sc_hd__nor3_1: 17 / 85.1
sky130_fd_sc_hd__o21ai_0: 7 / 35.0
sky130_fd_sc_hd__o41ai_2: 3 / 48.8
sky130_fd_sc_hd__or3_1: 6 / 37.5
## cells by family after synthesis
family	after synthesis	synth area share, %
multiplexers	1	1.31
latches	3	2.62
buffers and inverters	27	7.35
flip-flops	20	29.1
AND-OR/OR-AND	54	25.1
other	1	0.218
AND/OR/NAND/NOR	104	34.3
Power and IR drop assume default switching activity.
